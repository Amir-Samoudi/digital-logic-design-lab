**./run.sh**
```bash
#!/bin/bash
# OpenROAD 26Q1-2900-gdf79404cd8, Yosys 0.63+post, stock flow scripts
make -C /OpenROAD-flow-scripts/flow DESIGN_CONFIG=/design/flow/config.mk WORK_HOME=/design/flow/orfs finish
```
**./config.mk**
```make
export PLATFORM = sky130hd
export DESIGN_NAME = exponential
export DESIGN_NICKNAME = exponential
export VERILOG_FILES = /design/flow/design.v
export SDC_FILE = /design/flow/constraint.sdc
export NUM_CORES = 4
export LEC_CHECK = 1
export CORE_UTILIZATION = 40
```
**./constraint.sdc**
```tcl
current_design exponential

set clk_period 17.2
set clk_io_pct 0.2

create_clock -name clk0 -period $clk_period [get_ports {clk}]

set non_clock_inputs [all_inputs -no_clocks]
set_input_delay [expr $clk_period * $clk_io_pct] -clock clk0 $non_clock_inputs
set_output_delay [expr $clk_period * $clk_io_pct] -clock clk0 [all_outputs]
```
**./design.v**
```verilog
module controller(input clk,rst,start,co,
		    output reg done, zx,initx,ldx, zt,initt,ldt, zr,initr,ldr, zc,ldc,enc, s);
	reg [2:0] ps, ns;
	parameter [2:0]
	Idle = 0, Initialization = 1, Begin = 2, Mult1 = 3, Mult2 = 4, Add=5;
	always@(ps,co,start)begin
		ns = Idle;
		case(ps)
			Idle:
				ns = (start)? Initialization : Idle;
			Initialization:
				ns = (start)? Initialization : Begin;
			Begin:
				ns = Mult1;
			Mult1:
				ns = Mult2;
			Mult2:
				ns = Add;
			Add:
				ns = (co)? Idle : Mult1;
		endcase
	end
	always@(ps,co,start)begin
	done = 1'b0; zx = 1'b0; initx = 1'b0; ldx = 1'b0; zt = 1'b0; initt = 1'b0; ldt = 1'b0; 
	zr = 1'b0; initr = 1'b0; ldr = 1'b0;  zc = 1'b0; ldc = 1'b0; enc = 1'b0; s = 1'b0;
		case(ps)
			Idle:begin
				zx = 1'b1;
				zt = 1'b1;
				zc = 1'b1;
				done = 1'b1;
			end
			Initialization: begin
				ldx = 1'b1;
			end
			Begin:begin
				initr = 1'b1;
				initt = 1'b1;
			end
			Mult1:begin
				s = 1'b0;
				ldt = 1'b1;
			end
			Mult2:begin
				s = 1'b1;
				ldt = 1'b1;
			end
			Add:begin
				enc =1'b1;
				ldr = 1'b1;
			end
		endcase
	end
	always@(posedge clk,posedge rst)begin
		if(rst == 1'b1)
			ps <= Idle;
		else
			ps <= ns;
	end
endmodule
`timescale 1 ns/ 100 ps
module counter (input clk,rst,zero,ld,enb, input [2:0] in ,output reg [3:0] out, output  co);
	always@(posedge clk, posedge rst)begin
		if(rst == 1'b1)
			out <= 0;
		else
			if(zero == 1'b1)
				out <= 0;
			else if(ld == 1'b1)
				out <= in;
			else if(enb == 1'b1)
				out <= out + 1'b1;
	end
	assign co = (out >= 4'b1000)? 1'b1: 1'b0;
endmodule 
module datapath(input clk,rst, zx,initx,ldx, zt,initt,ldt, zr,initr,ldr, zc,ldc,enc, s,
		 input [15:0] x, output co,output [17:0]result);
	wire [15:0] xptwo;
	wire [2:0] c_in = 0;
	wire [15:0] data,m_out,temp_in,ymux;
	wire [15:0] xptwor,temp_out, xr;
	wire [17:0] res_in;
	wire [3:0] adr;
	register regx(clk,rst,zx,initx,ldx,x,xr);
	counter count(clk,rst,zc,ldc,enc,c_in,adr,co);
	LUT lut(adr,data);
	mux2to1 mux(xr,data,s,m_out);
	multiplier mult(m_out,temp_out,temp_in);
	register rtemp(clk,rst,zt,initt,ldt,temp_in,temp_out);
	adder add(result,{2'b00,temp_out},res_in);
	register18 rres(clk,rst,zr,initr,ldr,res_in,result);
endmodule
module LUT (input [3:0] adr, output [15:0] data);
reg [15:0] datat;
	always @(adr) begin
		case(adr)
			0: datat = 16'hFFFF;
			1: datat = 16'h8000; 
			2: datat = 16'h5555; 
			3: datat = 16'h4000; 
			4: datat = 16'h3333; 
			5: datat = 16'h2AAA; 
			6: datat = 16'h2492; 
			7: datat = 16'h2000; 
			default : datat = 16'h0;
		endcase
	end
assign data = datat;
endmodule
module adder(input [17:0] a,b, output [17:0] s);
assign s = a+b;
endmodule
module exponential(input clk,rst,start, input [15:0] x, 
		   output done, output[1:0] intpart, output [15:0]fracpart);
	wire co,zx,initx,ldx,zt,initt,ldt,zr,initr,ldr,zc,ldc,enc,s;
	controller control(clk,rst,start,co,done, zx,initx,ldx, 
			  zt,initt,ldt, zr,initr,ldr, zc,ldc,enc, s);
	datapath dP(clk,rst, zx,initx,ldx, zt,initt,ldt,
		    zr,initr,ldr, zc,ldc,enc, s,x,co,{intpart,fracpart});
endmodule
`timescale 1 ns/ 100 ps
module multiplier(input [15:0] a,b, output [15:0] c);
wire [31:0]temp;
	assign temp = a*b;
	assign c = temp[31:16];
endmodule
`timescale 1 ns/ 100 ps
module mux2to1(input [15:0] a,b, input s, output [15:0] y);
	assign y = (~s)? a:b;
endmodule 
`timescale 1 ns/ 100 ps
module register (input clk,rst,zero,init,ld, input [15:0] r_in, output reg [15:0] r_out);
	always@(posedge clk, posedge rst)begin
		if(rst == 1'b1)
			r_out <= 0;
		else
			if(zero == 1'b1)
				r_out <= 0;
			else if (init == 1'b1)
				r_out <= 16'hFFFF;
			else if(ld == 1'b1)
				r_out <= r_in;
	end
 endmodule
`timescale 1 ns/ 100 ps
module register18 (input clk,rst,zero,init,ld, input [17:0] r_in, output reg [17:0] r_out);
	always@(posedge clk, posedge rst)begin
		if(rst == 1'b1)
			r_out <= 0;
		else
			if(zero == 1'b1)
				r_out <= 0;
			else if (init == 1'b1)
				r_out <= 16'hFFFF;
			else if(ld == 1'b1)
				r_out <= r_in;
	end
 endmodule
```
==> run summary <==
Port Buffer Count - 37
Path type of the worst setup path - flip-flop to flip-flop
# fillers - 2,617
R2R cell count - 27
Mapped Area - 11,400 um2
Reg-to-Reg End - dP.rtemp.r_out[14]
Hold Path Cell Cnt - 0
Layout Skew - 0.00581 ns
Die span in y - 171 um
HPWL after detailed placement - 20,800 um
Largest area contributor in the netlist - fa_1
Cells in synth_stat.txt - 1,272
Worst EP required - 17.45 ns
Vias/cell - 4.96
Setup crit end kind - flip-flop
Routability-driven placement congestion ratio - 0.882
Cycle use final - 44.8%
CTS tree - done
Log Warnings - 29
Number of max-cap violations - 0
Final hold violations - 0
Post-Synthesis Cells - 1,272
Post-DRT Antenna Nets - 0
Vias after detailed routing - 8,357
Hold path start - control.ps[5]
Unrepaired setup endpoints after global routing - false
Slew @ Worst Pin - 0.762 ns
Setup Buffers After CTS - 0
Unique cell type count in the Yosys netlist - 54
Final Max Slew Viols - 0
CP Max Fanout - 16
Synth-to-Final Area Change - 10.9%
CP max stage delay - 0.58 ns
Post-synth top cells - inv_1 (246), fa_1 (194), nand2_1 (179)
Flip-flops with a built-in enable - 0
Yosys stat area - 11,400 um2
HP Class - flip-flop to flip-flop
DR iter-0 viols - 315
CTS buffer count - 9
Clock-pin slew on the worst setup and hold paths - 0.05 ns
Iteration count of the initial detailed-routing pass - 5
Main flop type - dfrtp_1
Routed len/inst - 16.2 um
Floorplan core density - 40.8%
Seq/Total Area, Yosys - 13.2%
Max_slew headroom - 49.2%
Top-Level Pins - 38
Post-Syn Area per Cell - 8.94 um2
Min cycle time layout - 7.71 ns
Overall global routing resource usage - 21.7%
Top area cell types - fa_1 (34%), ha_1 (13%), dfrtp_1 (13%)
H-tree depth - 3
R2R setup slack - 9.49 ns
# diodes - 0
Clk root buf - clkbuf_16
Grt total ovfl - 0
Most frequent cell after synthesis - inv_1
Global-route wire length before repair - 46,000 um
CP max stage cell - dfrtp_1
Vias in the first global route - 8,724
Detailed Route WL - 27,200 um
Final hold slack - 0.402 ns
Cell Rows - 61
Die width - 171 um
Share of cells above drive strength 1 - 4.90%
Status - finished, final reports clean
R2R Path Start - control.ps[1]
Async SR Flop Fraction - 100%
TritonCTS Sinks - 60
Setup-failing EPs final - 0
Post-cts gate resize count - 0
Top delay family on crit path - adder cells
Syn. warnings - 5
Core area - 27,900 um2
Synth flops - 60
Largest net degree at the start of global routing - 39
Cts hold-fix bufs - 0
Late-Pin Clk Latency - 0.32 ns
Worst path buffer plus inverter count - 7
Fin Setup TNS - 0 ns
CP startpoint kind - flip-flop
Top cell area share - 34.2%
Worst-case clock buffer depth - 2
Hold EP - control.ps[1]
Initial antenna violation count - 0
DRC - 0
Crit path DAT - 7.96 ns
Highest Clock Rate - 0.130 GHz
Chip area - 29,100 um2
[how the worst max path moves through the flow]
stage                  from            endpoint  slack [ns]  depth (start not counted)
global route  control.ps[1]  dP.rtemp.r_out[14]        9.07                         27
CTS           control.ps[1]  dP.rtemp.r_out[14]        9.48                         27
finish        control.ps[1]  dP.rtemp.r_out[14]        9.49                         27
[metrics by stage]
| stage | area (um2) | worst slack [ns] | util, % | instances |
|---|---|---|---|---|
| CTS | 12600 | 9.48 | 45.3 | 1685 |
| detailed placement | 12300 | 9.51 | 44.2 | 1669 |
| global route | 12600 | 9.07 | 45.3 | 1685 |
| global placement | 12300 | 9.60 | 44.2 | 1669 |
| floorplan | 11400 | 9.89 | - | 1272 |
| finish | 12600 | 9.49 | 45.3 | 1685 |
[layout make-up]
| type | instances | area (um2) | area share (%) |
|---|---|---|---|
| Timing Repair Buffer | 74 | 648 | 5.14 |
| Tap cell | 378 | 473 | 3.75 |
| Multi-Input combinational cell | 911 | 8760 | 69.4 |
| Sequential cell | 60 | 1500 | 11.9 |
| Inverter | 246 | 923 | 7.32 |
| Clock inverter | 3 | 65.1 | 0.516 |
| Clock buffer | 13 | 240 | 1.91 |
[metal layers]
layer,track usage [%],up-vias,share of wire (%)
li1,-,4003,-
met4,2.51,0,1.2
met1,33.3,4021,45
met3,8.62,25,9.2
met2,31.1,308,44
met5,0.522,-,0
[flip-flops by register name (all words and copies together) (netlist names)]
| name | cells |
|---|---|
| dP.rres.r_out | 18 |
| dP.regx.r_out | 16 |
| dP.rtemp.r_out | 16 |
| control.ps | 6 |
| dP.count.out | 4 |
[worst reg2reg max path, cell delays in order, from the launching register on]
cell and delay (ns):
dfrtp_1 0.58, inv_1 0.31, or4_1 0.48, o21ai_1 0.10
buf_4 0.26, nand2_1 0.11, fa_1 0.52, inv_1 0.05
fa_1 0.49, inv_1 0.05, fa_1 0.53, inv_1 0.05
fa_1 0.46, fa_1 0.49, inv_1 0.06, fa_1 0.47
inv_1 0.04, ha_1 0.31, a21oi_1 0.14, o21ai_0 0.11
a221o_1 0.34, or3_1 0.33, o21a_4 0.23, a31oi_4 0.24
o31ai_2 0.13, a41o_1 0.27, or3_1 0.34, a21oi_1 0.12
[cell usage in the layout (no fill, tap or decap), drive strengths merged, types with 4 or more instances in the layout]
cell type      count
xnor2             13
buf               37
nor2              49
fa               194
clkbuf            13
nand3              9
nor3              15
clkdlybuf4s50     37
nand4              6
o21ai             44
xor2              19
a211oi             7
mux2i             18
nand2            179
a21o              13
inv              246
nor2b              6
o21a               4
dfrtp             59
ha               122
a31oi              6
and2             117
a21oi             44
nand2b             6
o31ai              4
[cells by family (layout without fill, tap and decap cells)]
kind of cell,Yosys count,after routing,share of synthesized area [%]
compound gates,149,149,8.56
xor+xnor,32,32,2.47
fa+ha+maj,316,316,47.6
buf+inv,301,336,9.98
flops,60,60,13.2
mux,18,18,1.58
simple gates,396,396,16.6
