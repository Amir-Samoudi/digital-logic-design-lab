==> run.sh <==
#!/bin/bash
# OpenROAD 26Q1-2900-gdf79404cd8, Yosys 0.63+post, stock flow scripts
make -C /OpenROAD-flow-scripts/flow DESIGN_CONFIG=/design/flow/config.mk WORK_HOME=/design/flow/orfs finish
==> config.mk <==
export PLATFORM = sky130hd
export DESIGN_NAME = DDS
export DESIGN_NICKNAME = DDS
export VERILOG_FILES = /design/flow/design.v
export SDC_FILE = /design/flow/constraint.sdc
export NUM_CORES = 4
export LEC_CHECK = 1
export CORE_AREA = 10 10 70 70
export DIE_AREA = 0 0 80 80
==> constraint.sdc <==
current_design DDS

set clk_period 2.6
set clk_io_pct 0.2

create_clock -name clk0 -period $clk_period [get_ports {clk}]

set non_clock_inputs [all_inputs -no_clocks]
set_input_delay [expr $clk_period * $clk_io_pct] -clock clk0 $non_clock_inputs
set_output_delay [expr $clk_period * $clk_io_pct] -clock clk0 [all_outputs]
==> design.v <==
module DDS(input clk, rst, output reg [8:0] sign_DDS);
    reg [7:0] mem_out;
	 wire [7:0] mag;
    wire sign_bit,Phase_pos;
    wire[5:0] Addr;
    Phase_Accumulator_TOP PA(clk, rst, sign_bit, Phase_pos, Addr);
    wire [5:0] mem_in;
    assign mem_in = (Phase_pos) ? (~Addr +1):(Addr);
     (* romstyle = "M9K" *) (* ram_init_file = "sine.mif" *) reg [7:0] LUT [0:63]; 
    always @(mem_in) begin
        mem_out <= LUT[mem_in];
    end
    wire sel_mag;
    assign sel_mag = Phase_pos &(~|Addr);
    assign mag = (sel_mag)? (8'b11111111):(mem_out);
    always @(sign_bit, mag) begin
        if(~sign_bit)
            sign_DDS = {sign_bit, mag};
        else
            sign_DDS = ~mag +1 +255;    
    end
endmodule
module Phase_Accumulator_TOP(input clk , rst , output sign_bit , Phase_pos , output [5:0]Addr);
    wire co;
    Phase_Accumulator_DP DP(clk, rst, co, Addr);
    Phase_Accumulator_CU CU(clk , rst, co , sign_bit , Phase_pos);
endmodule
module Phase_Accumulator_CU(input clk , rst, co , output reg sign_bit , Phase_pos);
    reg [1:0] ps, ns;
    parameter [1:0] quarter1 = 0, quarter2 = 1, quarter3 = 2, quarter4 = 3;
    always @(ps, co) begin
        case (ps)
           quarter1 : ns = co ? quarter2 : quarter1;
           quarter2 : ns = co ? quarter3 : quarter2;
           quarter3 : ns = co ? quarter4 : quarter3;
           quarter4 : ns = co ? quarter1 : quarter4;
            default: ns = quarter1;
        endcase
    end
    always @(ps) begin
        {sign_bit, Phase_pos} = 2'b0;
        case (ps)
           quarter1 : {sign_bit, Phase_pos} = 2'b0;
           quarter2 : {sign_bit, Phase_pos} = 2'b01;
           quarter3 : {sign_bit, Phase_pos} = 2'b10;
           quarter4 : {sign_bit, Phase_pos} = 2'b11;
        endcase
    end
    always@(posedge clk , posedge rst) begin
        if (rst) ps <= quarter1;
        else ps <= ns;
    end
endmodule
module Phase_Accumulator_DP(input clk, rst, output co, output reg[5:0] Addr);
    always @(posedge clk, posedge rst) begin
        if (rst) Addr <= 6'b0;
        else Addr <= Addr + 1'b1;
    end
    assign co = &Addr;
endmodule
==> GITHUB_STEP_SUMMARY <==
## PnR job results

| Metric | Value |
|---|---|
| Maximum VDD drop | `0.2080 mV` |
| Max clock buf depth | `2` |
| Tmin final | `2.044 ns` |
| Total power draw | `0.0002707 W` |
| MUX area fraction | `9.783%` |
| Yosys cell count | `37` |
| Synthesized instance count | `37` |
| Skew final | `0.004010 ns` |
| Max Fclk | `489.1 MHz` |
| Crit. End Element | `primary output` |
| Pin count of the biggest net entering global routing | `11` |
| Detailed-route DRC error count | `0` |
| Hold Crit Class | `reg2reg` |
| CP max stage cell | `clkdlybuf4s50_1` |
| Top cells by count, synth | `dfrtp_1 (9), buf_4 (8), mux2_2 (4)` |
| Die Wd | `80 µm` |
| Root Driver | `clkbuf_4` |
| Post-CTS setup buffers | `0` |
| Critical Path Source Type | `flip-flop` |
| CP required | `2.08 ns` |
| Routed vias | `256` |
| Core Rows | `21` |
| Total grt overflow | `0` |
| Asr flop ratio synth | `100.0%` |
| Wire per inst | `7.284 µm` |
| TNS Setup | `0 ns` |
| #FFs+latches synth | `10` |
| Final setup violation count | `0` |
| Core Area | `3416 µm²` |
| DIE HEIGHT | `80 µm` |
| Diode count | `0` |
| Max Slew Vio Count | `0` |
| IO Pins | `11` |
| Clk slew on worst S/H paths | `0.06 ns` |
| Cycle use final | `78.63%` |
| Dominant flop cell | `dfrtp_1` |
| Final ANT Viol Nets | `0` |
| Top delay family on crit path | `buffers and inverters` |
| Simple Share, Synth | `9.783%` |
| Ao+oa area frac | `0%` |
| Leakage power | `0.2569 nW` |
| Hold_ws | `0.4691 ns` |
| Gpl congestion | `0.6174` |
| Synth area leader | `dfrtp_1` |
| CP arrival | `1.52 ns` |
| Critical path buffers and inverters | `1` |
| First-pass GRT wire length | `952 µm` |
| DRT iter0 DRCs | `4` |
| Yosys adder share | `2.717%` |
| XOR Share, Synth | `7.609%` |
| Cell Type Count | `15` |
| Worst path max stage delay | `0.55 ns` |
| Initial antenna violation count | `0` |
| Core Util at FP | `13.48%` |
| H-tree Lvls | `1` |
| Status | `completed` |
| Post-CTS sizing | `0` |
| Die area | `6400 µm²` |
| Fill cells | `379` |
| Crit-path cells | `nor2_1 > clkdlybuf4s50_1` |
| Synth warn | `3` |
| Clk latency late pin | `0.26 ns` |
| # hold bufs at CTS | `0` |
| Clk sinks | `10` |
| Hold Fails Final Rpt | `0` |
| Synth Seq Share | `54.62%` |
| CTS buffer count | `3` |
| Stage-log warning count | `25` |
| Vias per inst | `2.909` |
| RSZ-0062 raised after global routing | `false` |
| Number of global-route vias before repair | `218` |
| CP Max Fanout | `8` |
| YS chip area | `460.4 µm²` |
| Synthesized area per cell | `12.44 µm²` |
| Port Buffers | `9` |
| Drt total wl | `641 µm` |
| Final core utilization | `16.81%` |
| WS Path Type | `reg2out` |
| Area grow syn2layout | `24.73%` |
| Power Density | `471.3 nW/µm²` |
| Top area contributor share | `48.91%` |
| Maxcap violations | `0` |
| GRT Overall Usage | `1.961%` |
| 1st-pass router iterations | `2` |
| Layout cells sized above 1 | `23.81%` |
| Post-synth EDFFs | `0` |
| Top cells, area | `dfrtp_1 (49%), buf_4 (13%), mux2_2 (9.8%)` |
| Post-Syn Area | `460.4 µm²` |
| CTS tree | `built` |
| Top logic family | `buffers and inverters` |
| Count leader, synth | `dfrtp_1` |
## cell usage in the layout, fill, tap and decap left out
cell type,count
mux2_2,4
xnor2_1,3
conb_1,1
xor2_1,1
nor2_4,1
ha_1,1
inv_1,2
clkdlybuf4s50_1,9
dfstp_2,1
nand3_1,2
nand2_1,1
clkbuf_1,1
nand3_2,1
clkbuf_4,3
dfrtp_1,9
nor2_1,1
and3_1,1
## report_power, final
| part | internal (W) | switching [W] | leakage [nW] | total, W |
|---|---|---|---|---|
| combinational | 0.00000140 | 0.00000304 | 0.116 | 0.00000444 |
| sequential | 0.000156 | 0 | 0.126 | 0.000156 |
| clock | 0.0000593 | 0.0000513 | 0.0150 | 0.000111 |
| total | 0.000216 | 0.0000544 | 0.257 | 0.000271 |
## routing by layer
layer	GRT usage, %	vias up	share of wire (%)
met5	0	-	0
met4	0.5282	0	2.2
met3	2.273	2	22
met2	2.488	13	36
met1	2.042	124	40
li1	-	117	-
## layout make-up
type / count / area, µm² / area share (%)
multi-input cells: 17 / 141.4 / 24.62
repair buffers: 9 / 90.09 / 15.69
flip-flops and latches: 10 / 251.5 / 43.79
inverters: 2 / 7.507 / 1.307
clock buffers: 4 / 26.28 / 4.575
well taps: 46 / 57.56 / 10.02
## worst reg2reg max path, cell delays in order, from the launching register on
cell	delay (ns)
dfrtp_1	0.39
ha_1	0.21
nand3_2	0.11
nor2_4	0.17
mux2_2	0.35
## kinds of logic (layout without fill, tap and decap cells)
family | Yosys count | after routing
xor+xnor | 4 | 4
buf+inv | 10 | 15
simple gates | 7 | 7
fa+ha+maj | 1 | 1
mux | 4 | 4
flops | 10 | 10
other cells | 1 | 1
## through the flow
stage          area [µm²]  cells  worst slack, ns
2_1_floorplan       460.4     37            1.287
6_report            574.3     88           0.5555
3_5_place_dp        548.0     84           0.8165
5_1_grt             574.3     88           0.4283
4_1_cts             574.3     88           0.5286
3_3_place_gp        548.0     84           0.8650
## worst paths after layout
path / start / endpoint / slack, ns / depth (start not counted)
worst min register to register: PA.DP.Addr[5] / PA.DP.Addr[5] / 0.47 / 1
worst min-delay path: PA.DP.Addr[5] / PA.DP.Addr[5] / 0.47 / 1
worst max register to register: PA.DP.Addr[0] / flip-flop / 1.26 / 4
worst max-delay path: flip-flop / sign_DDS[5] / 0.56 / 2
min in group asynchronous: rst / PA.DP.Addr[4] / 0.53 / 2
max in group asynchronous: rst / asynchronous set/reset pin / 1.76 / 2
Power and IR drop assume default switching activity.
